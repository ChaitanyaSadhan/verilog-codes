[./config.mk]
export PLATFORM = sky130hd
export DESIGN_NAME = ALU
export DESIGN_NICKNAME = ALU
export VERILOG_FILES = /design/flow/design.v
export SDC_FILE = /design/flow/constraint.sdc
export NUM_CORES = 4
export LEC_CHECK = 1
export CORE_AREA = 10 10 81 81
export DIE_AREA = 0 0 91 91
[./constraint.sdc]
current_design ALU

set clk_period 10.4
set clk_io_pct 0.2

create_clock -name clk0 -period $clk_period

set non_clock_inputs [all_inputs -no_clocks]
set_input_delay [expr $clk_period * $clk_io_pct] -clock clk0 $non_clock_inputs
set_output_delay [expr $clk_period * $clk_io_pct] -clock clk0 [all_outputs]
[./design.v]
module ALU ( X, Y, Z, sign, zero, carry, parity, overflow );
    input [15:0]X, Y;
    output [15:0] Z;
    output sign, zero, carry, parity, overflow;
    wire [3:1]c;
    adder4 A0 ( Z[3:0], c[1], X[3:0], Y[3:0], 1'b0 );
    adder4 A1 ( Z[7:4], c[2], X[7:4], Y[7:4], c[1] );
    adder4 A2 ( Z[11:8], c[3], X[11:8], Y[11:8], c[2] );
    adder4 A3 ( Z[15:12], carry, X[15:12], Y[15:12], c[3] );
    assign sign = Z[15];
    assign zero = ~|Z;
    assign parity = ~^Z;
    assign overflow = ( X[15] & Y[15] & ~Z[15] ) | ( ~X[15] & ~Y[15] & Z[15] );
endmodule
module adder4 (s, cout, A, B, cin);
    input [3:0]  A, B;
    input cin;
    output [3:0] s;
    output cout;
    wire p0,g0, p1, g1, p2, g2, p3, g3;
    wire c1, c2, c3;
    assign p0 = A[0] ^ B[0], p1 = A[1] ^B[1],
           p2 = A[2] ^ B[2], p3 = A[3] ^ B[3];
    assign g0 = A[0] & B[0], g1 = A[1] & B[1],
           g2 = A[2] & B[2], g3 = A[3] & B[3];
    assign c1 = g0 | (p0 & cin),
           c2 = g1 | (p1 & g0) | (p1 & p0 & cin),
           c3 = g2 | (p2 & g1) | (p2 & p1 & g0) | (p2 & p1 & p0 & cin),
           cout = g3 | (p3 & g2) | (p3 & p2 & g1) | (p3 & p2 & p1 & g0) | (p3 & p2 & p1 & p0 & cin);
    assign s[0] = p0 ^ cin,
           s[1] = p1 ^ c1,
           s[2] = p2 ^ c2,
           s[3] = p3 ^ c3;
endmodule
[./run.sh]
#!/bin/bash
# OpenROAD 26Q1-2900-gdf79404cd8, Yosys 0.63+post, stock flow scripts
make -C /OpenROAD-flow-scripts/flow DESIGN_CONFIG=/design/flow/config.mk WORK_HOME=/design/flow/orfs finish
==> impl.org <==
#+TITLE: Synthesis and PnR summary

** Worst hold path
- The startpoint identified for the worst hold timing path is Y[0].
- WHS Endpoint :: Z[0]
- In the hold timing report, the worst path depth is 3.
- Kind of path behind the tightest hold check :: in -> out

** Synthesis
- Most frequent cells after synthesis :: sky130_fd_sc_hd__ha_1, sky130_fd_sc_hd__inv_1, sky130_fd_sc_hd__a21oi_1
- Ranked by total cell area, the synthesized netlist is headed by sky130_fd_sc_hd__ha_1, sky130_fd_sc_hd__fa_1, sky130_fd_sc_hd__xnor2_1.
- After synthesis, the design contains 105 cells according to Yosys.
- In this run, distinct cell masters in the synthesized netlist total 33.
- The chip area line in the Yosys stat output reads 928 um2.
- Top-count cell post-synth :: sky130_fd_sc_hd__ha_1
- Counting the warning lines in the Yosys log gives 0.
- After synthesis the cells add up to 928 um2.
- Looking at area per cell type in the netlist, the leader is sky130_fd_sc_hd__ha_1.
- Syn avg cell area :: 8.84 um2
- Counting every instance in the synthesized netlist gives 105.
- The top cell type by area accounts for 22.9% of the synthesized area.
- Part of the Yosys area used for sequential elements :: 0%

** Routing
- 0 antenna diodes ended up in the layout.
- Using the TritonRoute via totals, the vias-per-cell ratio works out to 3.86.
- In the log, the iteration count for the first detailed-route pass is 3.
- TritonRoute reported its final design rule violation total as 0.
- The final route contains 861 vias.
- Wire segments on met3 add up to 75 um in the final route.
- The post-route report lists met1 wire length as 1.18 mm.
- Wire segments on met2 add up to 1.36 mm in the final route.
- TritonRoute output was used to compute an average wire per cell of 11.8 um.
- Post-DRT Antenna Nets :: 0
- The first routing iteration left 15 violations.
- In the post-route report, total wirelength is listed as 2.62 mm.
- The highest layer touched by signal routing is met3.

** Global route
- Via count of the first global-routing pass :: 903
- Maximum number of pins on one net before global-route repair :: 6
- Global route total overflow :: 0
- Antenna violations before repair :: 0
- Global routing consumed, over all layers together, 6.18% of the routing resources.
- Wire length of the first global-routing pass :: 4.31 mm

** STA
- Setup repair after global routing left no endpoint under its margin.
- Adding up every negative setup slack in the final design gives 0 ps.
- Counting I/O delays and the setup requirement, the final critical path takes 8530 ps.
- Smallest setup slack after layout :: 1870 ps
- Fraction of the cycle the final worst path needs :: 82.0%
- In the final report, the number of pins over their slew limit comes to 0.
- In the final report, the number of endpoints failing setup comes to 0.
- Timing would allow up to 117 MHz.
- Hold Fails Final Rpt :: 0
- Worst hold slack across all endpoints :: 5270 ps
- Tightest slew margin relative to the limit :: 75.2%
- Actual transition at the worst max-transition pin :: 369 ps

** Placed design
- Cell area after placement :: 0.00153 mm2
- Total half-perimeter wirelength after legalization and detailed placement :: 2.56 mm
- During placement, the flow inserted port buffers numbering 53.
- At the placement stage, the worst setup path has a slack of 1850 ps.
- Routability cong. :: 0.809

** Floorplan
- From bottom edge to top edge, the die measures 91 um.
- Core box area :: 0.00482 mm2
- Per the OpenROAD floorplan log, the area of the die is 0.00828 mm2.
- Die Span X :: 91 um
- Ports :: 53
- Before placement the cells fill 19.3% of the core.
- Number of placement rows :: 25

** Power and ir drop
- Max VDD drop :: 41.1 uV
- After layout, the design draws a total of 195 uW.
- Power spread over the standard cell area amounts to 127 mW/mm2.
- The leakage power in the latest report is 0.000670 uW.

** Critical path
- Setup Crit Path Kind :: in -> out
- Required time of the critical path :: 8320 ps
- The critical path maximum fanout is 4.
- STA classifies the critical path startpoint as a primary input.
- STA puts the critical path data arrival time at 6450 ps.
- Worst Setup End Kind :: output pin

** Layout
- Area growth syn-to-layout :: 64.6%
- The sequential cells in the finished layout cover a total of 0 um2.
- There are 0 flip-flops and latches.
- In the final layout, the share of cells above drive strength 1 is 6.41%.
- Once layout is done, the placed cells without fillers occupy 0.00153 mm2.
- The clock buffers instantiated in the layout total 0.

** Clocking
- Number of instances resized during post-cts repair :: 0
- Post-cts hold-fix buffer tally :: 0
- Once the clock tree was built, the setup fixing pass inserted 0 buffers.

** Status
- The run finished with clean final reports.

** Flow run
- # Max-Cap Violations :: 0
- In this run the tools logged warnings totalling 33.
[power by group]
| part | switching, uW | internal [uW] | total, uW |
|---|---|---|---|
| Sequential | 0 | 0 | 0 |
| Combinational | 63.0 | 132 | 195 |
| Clock | 0 | 0 | 0 |
[placed cells by master, fill, tap and decap left out, drive strengths merged, types with 4 or more instances in the layout]
master	n
clkdlybuf4s50	53
ha	17
inv	14
xnor2	11
a21oi	9
xor2	8
nand2	6
nor2	5
o21ai	5
a21o	4
fa	4
[critical path, cell delays in order]
cell and delay (ps):
sky130_fd_sc_hd__clkdlybuf4s50_1 400, sky130_fd_sc_hd__ha_1 350, sky130_fd_sc_hd__a21oi_1 230, sky130_fd_sc_hd__o21ai_1 130, sky130_fd_sc_hd__a32oi_1 350, sky130_fd_sc_hd__o21a_1 230
sky130_fd_sc_hd__inv_1 80, sky130_fd_sc_hd__fa_1 550, sky130_fd_sc_hd__xor2_1 180, sky130_fd_sc_hd__xnor2_1 160, sky130_fd_sc_hd__xnor2_1 160, sky130_fd_sc_hd__xnor3_1 340
sky130_fd_sc_hd__xnor2_1 160, sky130_fd_sc_hd__xnor3_1 260, sky130_fd_sc_hd__xnor3_1 330, sky130_fd_sc_hd__clkdlybuf4s50_1 430
[logic make-up (layout without fill, tap and decap cells)]
family	Yosys count	after routing	synth area share, %
muxes	1	1	1.21
xor gates and xnor gates	22	22	31.3
AOI/OAI and AO/OA	24	24	17.3
adders and majority gates	21	21	31.5
buffers and inverters	16	67	7.28
and+or+nand+nor	21	21	11.5
[worst max path at each step]
stage / start / end / slack (ps) / cells after the start
after CTS: X[5] / parity / 1820 / 16
after global routing: X[5] / parity / 1520 / 16
final: X[5] / parity / 1870 / 16
[layout make-up]
cell class	instances	area (um2)
Timing Repair Buffer	53	531
Fill cell	519	3290
Inverter	14	52.6
Tap cell	67	83.8
Multi-Input combinational cell	89	861
[per-stage QoR]
stage,util (%),std cells
finish,31.7,223
global route,31.7,223
CTS,31.7,223
detailed placement,31.7,223
global placement,31.7,223
floorplan,-,105
[layer usage]
metal,up-vias,global-route usage (%)
met1,380,7.57
met3,0,0.747
li1,463,-
met2,18,11.9
met5,-,0
met4,0,0
Power is estimated from default activity; no workload was simulated.
